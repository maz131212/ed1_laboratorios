<file path="flow/design.v">
module contador(input wire clk,
                input wire reset,
                input wire enabled,
                input wire load,
                input wire [11:0] D,
                output reg [11:0] Q);
  always @(posedge clk or posedge reset or posedge load)
    begin
      if (reset) Q <= 0;
      else if (load) Q <= D;
      else if (enabled) Q <= Q+1;
      else Q <= Q;
    end
endmodule
</file>
<file path="flow/constraint.sdc">
current_design contador

set clk_period 2.8
set clk_io_pct 0.2

create_clock -name clk0 -period $clk_period [get_ports {clk}]

set non_clock_inputs [all_inputs -no_clocks]
set_input_delay [expr $clk_period * $clk_io_pct] -clock clk0 $non_clock_inputs
set_output_delay [expr $clk_period * $clk_io_pct] -clock clk0 [all_outputs]
</file>
<file path="flow/config.mk">
export PLATFORM = sky130hd
export DESIGN_NAME = contador
export DESIGN_NICKNAME = contador
export VERILOG_FILES = /design/flow/design.v
export SDC_FILE = /design/flow/constraint.sdc
export NUM_CORES = 4
export LEC_CHECK = 1
export CORE_AREA = 10 10 95 95
export DIE_AREA = 0 0 105 105
</file>
<file path="flow/run.sh">
#!/bin/bash
# OpenROAD 26Q1-2900-gdf79404cd8, Yosys 0.63+post, stock flow scripts
make -C /OpenROAD-flow-scripts/flow DESIGN_CONFIG=/design/flow/config.mk WORK_HOME=/design/flow/orfs finish
</file>
==> load_flow_metrics.sql <==
-- metrics for the results database
INSERT INTO impl_metrics (metric_group, metric, value, unit) VALUES
('power_and_ir_drop', 'fin_total_pwr', '0.7058', 'mW'),
('final_layout', 'final_core_utilization', '0.1768', ''),
('route', 'first_iter_violations', '34', ''),
('die', 'dieArea', '11030', 'µm²'),
('placement', 'globalplace.congestion', '0.7912', ''),
('sta', 'slew_headroom', '0.4306', ''),
('clock_tree', 'post-cts-setup-buffers', '0', ''),
('setup_path', 'crit_buf_inv', '1', ''),
('clock_tree', 'tritoncts.num_buffers', '3', ''),
('logic_synthesis', 'synth_warnings', '2', ''),
('power_and_ir_drop', 'power_density', '578.0', 'nW/µm²'),
('setup_path', 'worst-path-max-fanout', '5', ''),
('power_and_ir_drop', 'vdd_ir_drop_max', '0.2086', 'mV'),
('logic_synthesis', 'synthesis.instances', '83', ''),
('clock_tree', 'cts.clk_slew.worst_paths', '0.05', 'ns'),
('route', 'drc_errors', '0', ''),
('clock_tree', 'clock_tree_from_tritoncts', 'yes', ''),
('setup_path', 'critical_path.top_delay_family', 'flip-flops', ''),
('logic_synthesis', 'netlist_logic_family_top', 'simple AND/OR/NAND/NOR gates', ''),
('power_and_ir_drop', 'p_clk_frac', '0.221', ''),
('final_layout', 'share_of_layout_cells_above_drive_strength_1', '0.07339', ''),
('sta', 'period_minus_slack', '1.937', 'ns'),
('logic_synthesis', 'synth-area-yosys', '809.5', 'µm²'),
('sta', 'worstMarginPinSlew', '0.8524', 'ns'),
('grt', 'first_pass_grt_wire_length', '3.753', 'mm'),
('flow_run', 'tool_warnings', '36', ''),
('final_layout', 'stdcell_area', '1221', 'µm²'),
('logic_synthesis', 'synth.largest_area_cell', 'dfbbp_1', ''),
('route', 'vias_per_cell', '3.298', ''),
('logic_synthesis', 'synth.cell_area', '809.5', 'µm²'),
('logic_synthesis', 'yosys.area_share.aoi', '0.07419', ''),
('grt', 'pin_count_of_the_biggest_net_entering_global_routing', '14', ''),
('power_and_ir_drop', 'sequentialPowerShare', '0.471', ''),
('final_layout', 'register_bank_with_the_most_flops', 'Q', ''),
('placement', 'placedInstanceArea', '1180', 'µm²'),
('final_layout', 'largest_register_ffs', '12', ''),
('clock_tree', 'cts_repair_resize_count', '0', ''),
('power_and_ir_drop', 'power.leakage', '0.4720', 'nW'),
('run_status', 'run_status', 'finished, final reports clean', ''),
('sta', 'finalSetupTns', '0', 'ns'),
('logic_synthesis', 'post_synth_mux_area_share', '0.02782', ''),
('final_layout', 'layout_top_cells_excl_fill_tap', 'clkdlybuf4s50_1 (27), nand2_1 (15), inv_1 (13)', ''),
('logic_synthesis', 'fa_ha_area_frac', '0.01546', ''),
('logic_synthesis', 'yosys-stat-cells', '83', ''),
('sta', 'setup_violating_endpoint_count_in_the_final_report', '0', ''),
('die', 'fp.coreArea', '6907', 'µm²'),
('grt', 'via_count_of_the_first_global_routing_pass', '695', ''),
('route', 'wl_per_cell', '11.54', 'µm'),
('final_layout', 'flow.area_growth_from_synthesis', '50.85', '%'),
('power_and_ir_drop', 'power_frac_comb', '0.308', ''),
('clock_tree', 'cts_htree_levels', '1', ''),
('logic_synthesis', 'synth_seq_share', '0.4822', ''),
('clock_tree', 'clk_latency', '0.24', 'ns'),
('sta', 'slew_violations', '0', ''),
('placement', 'placed_cells_incl_taps', '202', ''),
('die', 'design.portCount', '28', ''),
('final_layout', 'layoutNonFillerInstCount', '205', ''),
('final_layout', 'layout.cells.most_common', 'clkdlybuf4s50_1', ''),
('die', 'die_y', '105', 'µm'),
('grt', 'global_route.overflow_total', '0', ''),
('setup_path', 'crit_start_category', 'flip-flop', ''),
('power_and_ir_drop', 'power.share.switching', '0.2879', ''),
('route', 'antenna_left', '0', ''),
('logic_synthesis', 'synthesis.area_per_instance', '9.753', 'µm²'),
('final_layout', 'largestRegisters', 'Q x12', ''),
('setup_path', 'crit_arrival', '1.38', 'ns'),
('setup_path', 'crit_path_end_kind', 'primary output', ''),
('grt', 'antenna_found_initial', '0', ''),
('logic_synthesis', 'ys_types', '21', ''),
('setup_path', 'cpMaxStageDelayCell', 'dfbbp_1', ''),
('power_and_ir_drop', 'power.net_switching', '0.2032', 'mW');
cell usage after synthesis (all sizes together):
master / n
nand2: 15
inv: 13
a21oi: 12
dfbbp: 12
xnor2: 8
nand4: 3
and4: 2
buf: 2
clkbuf: 2
mux2: 2
nand3: 2
nor3: 2
xor2: 2
and3b: 1
ha: 1
nand4b: 1
nand4bb: 1
nor2: 1
nor2b: 1
power by group through the flow:
stage	registers [mW]	clock network, mW	logic [mW]
5_1_grt	0.348	0.167	0.246
4_1_cts	0.333	0.161	0.227
6_report	0.333	0.156	0.217
through the flow:
stage / setup WS [ns] / hold WS [ns]
floorplan: 1.452 / 0.4923
global placement: 0.9167 / 0.6025
detailed placement: 0.8632 / 0.6014
CTS: 0.8368 / 0.6180
global route: 0.8053 / 0.6313
finish: 0.8625 / 0.6215
per-layer routing:
layer | up-vias | share of wire | track usage
met1 | 317 | 0.45 | 0.05352
met5 | - | 0 | 0
met3 | 2 | 0.095 | 0.02422
li1 | 335 | - | -
met2 | 22 | 0.45 | 0.06539
met4 | 0 | 0.0051 | 0.002941
final cells by class:
type                            count  area (µm²)
Clock buffer                        3       41.29
Multi-Input combinational cell     54       350.3
Timing Repair Buffer               27       270.3
Tap cell                           96       120.1
Sequential cell                    12       390.4
Inverter                           13       48.80
Fill cell                         785        5685
final timing paths:
check | cells past startpoint | from | slack (ns) | to
max | 1 | Q[2] | 0.86 | Q[2]
min | 1 | Q[0] | 0.62 | Q[0]
max reg2reg | 4 | Q[0] | 1.29 | Q[8]
min reg2reg | 1 | Q[0] | 0.62 | Q[0]
max in group asynchronous | 3 | reset | 1.22 | Q[4]
min in group asynchronous | 2 | D[6] | 0.68 | Q[6]
logic make-up (layout without fill, tap and decap cells):
kind of cell / count (synthesis) / in the layout
XOR/XNOR: 10 / 10
AND/OR/NAND/NOR: 29 / 29
multiplexers: 2 / 2
adder cells (fa/ha/maj): 1 / 1
flip-flops: 12 / 12
AND-OR/OR-AND: 12 / 12
buffers and inverters: 17 / 43
Power and IR drop assume default switching activity.
