<file path="flow/memory.list">
4F // LIT 0xF
DF // OUT 0xF
51 // IN 0x1
40 // LIT 0x0
4F // LIT 0xF
AA // ADDI 0xA
28 // CMPI 0x8
4A // LIT 0xA
2C // CMPI 0xC
A1 // ADDI 0x1
EB // NANDI 0xB
D0 // OUT 0x0
50 // IN 0x0
70 // ST 0x000
00
4F // LIT 0xF
71 // ST 0x111
11
4A // LIT 0xA
72 // ST 0x222
22
41 // LIT 0x1
73 // ST 0x333
33
60 // LD 0x000
00
61 // LD 0x111
11
62 // LD 0x222
22
63 // LD 0x333
33
4A // LIT 0xA
F2 // NANDM 0x222
22
4F // LIT 0xF
B3 // ADDM 0x333
33
48 // LIT 0x8
32 // CMPM 0x222
22
4C // LIT 0xC
32 // CMPM 0x222
22
CA // JMP 0xA01
01
@A01
41 // LIT 0x1
22 // CMPI 0x2
00 // JC 0x050
50
@050
4F // LIT 0xF
A1 // ADDI 0x1
8F // JZ 0xF49
49
@F49
46 // LIT 0x6
22 // CMPI 0x2
0F // JC 0xFF0
F0
8F // JZ 0xFF0
F0
12 // JNC 0x223
23
@223
4A // LIT 0xA
2B // CMPI 0xB
1F // JNC 0xFF0
F0
95 // JNZ 0x543
43
@543
40 // LIT 0x0
9F // JNZ 0xFF0
F0
C0 // JMP 0x000
00
@FF0
4F // LIT 0xF
4F // LIT 0xF
4F // LIT 0xF
4F // LIT 0xF
4F // LIT 0xF
4F // LIT 0xF
4F // LIT 0xF
4F // LIT 0xF
4F // LIT 0xF
4F // LIT 0xF
4F // LIT 0xF
4F // LIT 0xF
4F // LIT 0xF
4F // LIT 0xF
4F // LIT 0xF
4F // LIT 0xF
</file>
<file path="flow/run.sh">
#!/bin/bash
# OpenROAD 26Q1-2900-gdf79404cd8, Yosys 0.63+post, stock flow scripts
make -C /OpenROAD-flow-scripts/flow DESIGN_CONFIG=/design/flow/config.mk WORK_HOME=/design/flow/orfs finish
</file>
<file path="flow/config.mk">
export PLATFORM = sky130hd
export DESIGN_NAME = PCounter
export DESIGN_NICKNAME = PCounter
export VERILOG_FILES = /design/flow/design.v
export SDC_FILE = /design/flow/constraint.sdc
export NUM_CORES = 4
export LEC_CHECK = 1
export CORE_AREA = 10 10 92 92
export DIE_AREA = 0 0 102 102
</file>
<file path="flow/constraint.sdc">
current_design PCounter

set clk_period 2.2
set clk_io_pct 0.2

create_clock -name clk0 -period $clk_period [get_ports {clk}]

set non_clock_inputs [all_inputs -no_clocks]
set_input_delay [expr $clk_period * $clk_io_pct] -clock clk0 $non_clock_inputs
set_output_delay [expr $clk_period * $clk_io_pct] -clock clk0 [all_outputs]
</file>
<file path="flow/design.v">
module uP(
          input wire clock,                
          input wire reset,                
          input wire [3:0] pushbuttons,    
          output wire phase,               
          output wire c_flag,              
          output wire z_flag,              
          output wire [3:0] instr,         
          output wire [3:0] oprnd,         
          output wire [3:0] data_bus,      
          output wire [3:0] FF_out,        
          output wire [3:0] accu,          
          output wire [7:0] program_byte,  
          output wire [11:0] PC,           
          output wire [11:0] address_RAM   
          );
  wire incPC, loadPC, loadA, loadFlags;
  wire [2:0] fun;
  wire csRAM, weRAM, oeALU, oeIN, oeOprnd, loadOut;
  wire carry, zero;
  wire [3:0] alu;
  PCounter U1 (clock, reset, incPC, loadPC, address_RAM, PC);
  PROM U2 (PC, program_byte);
  FETCH U3 (clock, reset, ~phase, program_byte, instr, oprnd);
  buffer bFetch (oeOprnd, oprnd, data_bus);
  buffer bALU (oeALU, alu, data_bus);
  buffer Inputs (oeIN, pushbuttons, data_bus);
  RAM U4 (csRAM, weRAM, oprnd, program_byte, data_bus, address_RAM);
  OUTPUTS U5 (clock, reset, loadOut, data_bus, FF_out);
  decode U6 (phase, z_flag, c_flag, instr,
             incPC, loadPC, loadA, loadFlags, fun,
             csRAM, weRAM, oeALU, oeIN, oeOprnd, loadOut);
  ALU U7 (accu, data_bus, fun, carry, zero, alu);
  ACCUMULATOR U8 (clock, reset, loadA, alu, accu);
  FFT Phase (clock, reset, phase);
  FLAGS U9 (clock, reset, loadFlags, carry, zero,
            c_flag, z_flag );
endmodule
module PCounter(input wire clk,        
                input wire reset,      
                input wire enable,     
                input wire load,       
                input wire [11:0] D,   
                output reg [11:0] Q);  
  always @(posedge clk or posedge reset)
    begin
      if (reset) Q <= 12'b0;       
      else if (load) Q <= D;       
      else if (enable) Q <= Q+1;   
    end
endmodule
module PROM ( input wire [11:0] direccion,   
              output wire [7:0] salida);     
  reg [7:0] memoria1 [0:4095];   
  initial begin
    $readmemh("memory.list",memoria1);   
  end
  assign salida = memoria1[direccion];   
endmodule
module buffer(input enabled, input [3:0] A, output [3:0] Y);
    assign Y = enabled ? A : 4'bz; 
endmodule
</file>
==> flow_summary.toml <==
# physical design summary
[floorplan]
die_y_um = 102
core.rowCount = 29
die_w_um = 102
die-area_um2 = 10400
io_pins = 28
fp.coreArea_um2 = 6460
initial_core_util_pct = 11.0

[final_timing]
slew_headroom_pct = 67.4
layout_setup_ws_ns = 0.351
max_freq_mhz = 541
hold_slack_ns = 0.529
worstMarginPinSlew_ns = 0.488
fin_worst_skew_ns = 0.00256
rsz0062_at_grt = "no"
fin_crit_ns = 1.85
setup_viol = 0
fin_crit_sh_pct = 84.0
finalSetupTns_ns = 0
slew_violations = 0
hold_viol = 0

[detailed_routing]
drt_iter0_markers = 32
route.met2.wl_um = 1050
insertedDiodeCount = 0
met3_length_um = 183
routed_wl_um = 2180
postRouteAntennaNets = 0
vias = 654
drc = 0
highest_layer = "met4"
first_pass_iters = 2
wl_per_cell_um = 12.0
detail_route.vias_per_cell = 3.61
wl_met1_um = 924

[flow_run]
warning_count = 25
drv_cap = 0

[grt]
grt_use_total_pct = 4.16
grt_max_degree = 23
grt_pass1_wl_um = 3370
grt_pass1_vias = 661
overflow = 0
antenna_found_initial = 0

[clock_tree]
cts_resized = 0
cts.sinks = 12
hold_buffers = 0
clkLatencyLatePin_ns = 0.23
numCtsBuffers = 3
cts_buffer_depth = 2
cts_max_level = 1
cts-root-buf = "clkbuf_8"
path_clk_slew_ns = 0.05
post_cts_buffers = 0
cts_tree = "built"

[finish]
area_growth_syn_to_layout_pct = 56.3
top_regs = "Q: 12 flops"
final_cells = 181
regMostFlops = "Q"
largest_register_ffs = 12
final_cell_mix = "clkdlybuf4s50_1 (27), dfrtp_1 (12), nand2_1 (11)"
drive_gt1_share_pct = 7.69
final_layout_top_logic_cell = "clkdlybuf4s50_1"

[outcome]
status = "completed"

[worst_setup_path]
crit_type = "in -> reg"
critPathMaxStageDelay_ns = 0.65
critPathSlowestCell = "clkdlybuf4s50_1"
arrival_ns = 2.00
required_ns = 2.35
critical_path.cell_chain = "clkdlybuf4s50_1 > nand3_1 > or4_1 > a31oi_1"
worst-path-buf-inv = 1
critPathTopFamily = "simple AND/OR/NAND/NOR gates"
start_kind = "input pin"
cp_max_fo = 6
worstSetupEndpointType = "register"

[placed_design]
routabilityCongestion = 0.744
dp_cells = 178
io_buffer_count = 27
hpwl_um = 1780
post-place-ws_ns = 0.115

[power_and_ir_drop]
p_leak_nw = 0.402
max-vdd-ir-drop_mv = 0.158
power_density_nw_per_um2 = 561

[logic_synthesis]
syn_area_um2 = 711
avgSynthCellArea_um2 = 9.35
yosys_warnings = 2
synthCells = 76
synth_cell_types = 25
ys_cells = 76
yosysSeqAreaShare_pct = 42.3
ys_ff = 12
ys_chip_area_um2 = 711

[worst_hold_path]
hold_path.class = "in -> async"
==> Yosys cell counts (all sizes together) <==
cell type / number / area [um^2]
nor2b: 2 / 12.5
o21ai: 7 / 35.0
o31ai: 2 / 15.0
or3b: 1 / 8.76
a31oi: 2 / 12.5
or4b: 1 / 10.0
mux2i: 1 / 10.0
nand4: 3 / 48.8
or4: 6 / 46.3
and2: 1 / 6.26
nand3: 8 / 40.0
ha: 1 / 12.5
a221oi: 1 / 8.76
inv: 3 / 11.3
dfrtp: 12 / 300
o211ai: 3 / 22.5
a22oi: 1 / 7.51
clkbuf: 2 / 7.51
xor2: 3 / 26.3
nor2: 3 / 11.3
buf: 1 / 7.51
nand2: 11 / 41.3
xnor2: 1 / 8.76
==> path summary, 6_finish.rpt <==
kind | end | startpoint | slack [ns] | cells past startpoint
worst max-delay path | Q[8] | enable | 0.35 | 4
worst min-delay path | Q[2] | reset | 0.53 | 2
worst max register to register | Q[8] | Q[0] | 0.57 | 4
worst min register to register | Q[11] | Q[11] | 0.58 | 2
max in group asynchronous | Q[6] | reset | 1.34 | 2
min in group clk0 | Q[11] | Q[11] | 0.58 | 2
==> stage by stage <==
step	cell area, um^2	util [%]	power (mW)
2_1_floorplan	711	-	0.338
3_3_place_gp	1070	16.6	0.438
3_5_place_dp	1070	16.6	0.439
4_1_cts	1110	17.2	0.638
5_1_grt	1110	17.2	0.668
6_report	1110	17.2	0.623
==> worst register-to-register path, stage by stage (launching register included) <==
cell and delay, ns:
dfrtp_1 0.45, ha_1 0.23, nand3_1 0.19, or4_1 0.51
a31oi_1 0.17
==> layer usage <==
metal / GRT usage (%) / vias to the layer above
li1: - / 339
met1: 4.99 / 301
met2: 6.91 / 12
met3: 1.77 / 2
met4: 0.651 / 0
met5: 0 / -
==> power breakdown <==
part / switching (mW) / internal [mW] / total, mW
clock: 0.0723 / 0.120 / 0.192
sequential: 0.0390 / 0.246 / 0.285
combinational: 0.0509 / 0.0953 / 0.146
==> final cells by class <==
cell class	count	area, um^2
clock buffers	3	41.3
fillers	709	5350
inverters	3	11.3
multi-input cells	58	384
flip-flops and latches	12	300
well taps	77	96.3
repair buffers	28	278
==> logic make-up (layout without fill, tap and decap cells) <==
kind of cell	count (synthesis)	after routing	share of synthesized area, %
flops	12	12	42.3
xor+xnor	4	4	4.93
buf+inv	6	34	3.70
compound gates	16	16	14.3
simple gates	36	36	31.7
mux	1	1	1.41
fa+ha+maj	1	1	1.76
Power figures rest on the tool's default switching activity, not on a simulated workload.
